### flow/config.mk
export PLATFORM = sky130hd
export DESIGN_NAME = alu_control
export DESIGN_NICKNAME = alu_control
export VERILOG_FILES = /design/flow/design.v
export SDC_FILE = /design/flow/constraint.sdc
export NUM_CORES = 4
export LEC_CHECK = 1
export CORE_AREA = 10 10 70 70
export DIE_AREA = 0 0 80 80
### flow/constraint.sdc
current_design alu_control

set clk_period 2.1
set clk_io_pct 0.2

create_clock -name clk0 -period $clk_period

set non_clock_inputs [all_inputs -no_clocks]
set_input_delay [expr $clk_period * $clk_io_pct] -clock clk0 $non_clock_inputs
set_output_delay [expr $clk_period * $clk_io_pct] -clock clk0 [all_outputs]
### flow/design.v
module alu_control(alu_op,control_out,fn3,imm11_5,fn7_5);
input logic [2:0]alu_op;
input logic [2:0]fn3;
input logic [6:0]imm11_5;
output logic [3:0]control_out;
input logic fn7_5;
always_comb
begin
control_out = 0;
case(alu_op)
3'b000:      
begin
if(fn3==3'b000 && fn7_5==0)
control_out = 4'b0000;   
else if(fn3==3'b000 && fn7_5 == 1)
control_out = 4'b0001;   
else if (fn3==3'b100)
control_out = 4'b0010;   
else if(fn3==3'b110)
control_out = 4'b0011;   
else if(fn3==3'b111)
control_out = 4'b0100;   
else if(fn3==3'b001)
control_out = 4'b0101;   
else if(fn3==3'b101 && fn7_5 == 0)
control_out = 4'b0110;   
else if(fn3==3'b101 && fn7_5 == 1)
control_out = 4'b0111;   
else if(fn3==3'b010)
control_out = 4'b1000;   
else if(fn3==3'b011)
control_out = 4'b1001;   
end
3'b001:  
begin
if(fn3 == 3'b000)
control_out = 4'b0000;   
if(fn3 == 3'b100)
control_out = 4'b0010;   
if(fn3 == 3'b110)
control_out = 4'b0011;   
if(fn3 == 3'b111)
control_out = 4'b0100;   
if(fn3 == 3'b001)
control_out = 4'b0101;   
if(fn3 == 3'b101 && imm11_5 == 7'h00)
control_out = 4'b0110;   
if(fn3 == 3'b101 && imm11_5 == 7'h20)
control_out = 4'b0111;   
if(fn3 == 3'b010)
control_out = 4'b1000;   
if(fn3 == 3'b011)
control_out = 4'b1001;   
end
3'b010:  
begin
if(fn3 == 3'b000)
control_out = 4'b0000;   
else if(fn3 == 3'b001)
control_out = 4'b0000;   
else if(fn3 == 3'b010)
control_out = 4'b0000;   
else if(fn3 == 3'b100)
control_out = 4'b0000;   
else if(fn3 == 3'b101)
control_out = 4'b0000;   
end
3'b011:  
begin
if(fn3 == 3'b000)
control_out = 4'b0000;   
else if(fn3 == 3'b001)
control_out = 4'b0000;   
else if(fn3 == 3'b010)
control_out = 4'b0000;   
end
3'b100:  
begin
if(fn3 == 3'b000)
control_out = 4'b1010;   
else if(fn3 == 3'b001)
control_out = 4'b1011;   
else if(fn3 == 3'b100)
control_out = 4'b1100;   
else if(fn3 == 3'b101)
control_out = 4'b1101;   
else if(fn3 == 3'b110)
control_out = 4'b1110;   
else if(fn3 == 3'b111)
control_out = 4'b1111;   
end
3'b101:  
begin
if(fn3 == 3'b000)
control_out = 4'b0000;   
else
control_out = 4'b0000;   
end
default: control_out = 0;
endcase
end
endmodule
### flow/run.sh
#!/bin/bash
# OpenROAD 26Q1-2900-gdf79404cd8, Yosys 0.63+post, stock flow scripts
make -C /OpenROAD-flow-scripts/flow DESIGN_CONFIG=/design/flow/config.mk WORK_HOME=/design/flow/orfs finish
==> deck_impl_summary.md <==
Physical Implementation Snapshot

Status
  – Status: finished, final reports clean

STA
  – Hold Violations, Final: 0
  – Slew Limit Fails: 0
  – Min cycle time layout: about 2.1 ns
  – Max Fclk: 481 MHz
  – Final TNS setup: 0 ns
  – Slew headroom: 0.799
  – Cycle use final: 0.990
  – Slew @ Worst Pin: 0.302 ns
  – Setup Viol. Count Final: 0
  – RSZ-0062 raised after global routing: true

Power
  – Proportion of power drawn by the clock network: 0
  – Logic gate share of total power: 1.000
  – Switching Power: 39.2 uW
  – Static Leak: 0.220 nW
  – Pint: 56.0 uW
  – VDD IR max: about 0.000027 V
  – Power density over cell area: 163 nW/um^2
  – Flop pwr share: 0
  – Sw Share: 0.412

Cells and area
  – Most common logic cell in the routed design: clkdlybuf4s50_1
  – Flop count: 0
  – Top cells excl fill/tap: 8 x clkdlybuf4s50_1, 7 x buf_4, 5 x buf_6, 4 x nand2_1, 4 x a21oi_1
  – Share of cells above drive strength 1: 0.338
  – Comb area: 277 um^2
  – FILL cells: 383
  – Design area: slightly below 600 um^2
  – Final core utilization: 0.171
  – Register area: 0 um^2
  – Synth-to-layout area growth: 130%
  – # clk buffers: 0

Logic synthesis
  – Distinct cell type count after synthesis: 21
  – Cells after synthesis: 42
  – Simple-Gate Area Share: 0.640
  – Synth mux share: 0
  – Synth Seq Share: 0
  – Dominant comb cell: simple AND/OR/NAND/NOR gates
  – Dominant cell type by area after synthesis: nor4b_1
  – Biggest area cells: nor4b_1 10%, a21oi_1 9.9%, o21ai_0 9.9%
  – Adder share: 0
  – Yosys cell count: 42
  – Mean Syn Cell Area: 6.05 um^2
  – Post-Synth AOI/OAI Area: 0.281
  – Chip area in the Yosys report: 254 um^2
  – Xor/xnor share: 0.0345
  – Post-Syn Area: 254 um^2
  – Dominant cell area share: 0.103
  – Synthesis Warnings: 1

Floorplan
  – Core Region: around 3400 um^2
  – Horiz. Die Dim: 80 um
  – DIE HEIGHT: 80 um
  – # IOs: 18
  – Die ar.: 6400 um^2
  – FP Util: 0.0744
  – Row cnt: 21

Setup path
  – WP data arrival: 1.66 ns
  – CP Class: input pin to primary output
  – Element type at the critical path end: primary output
  – Worst-path fanout max: 2
  – WP data required: 1.68 ns
  – CP Launch Type: input pin

Placed design
  – Placed standard-cell area: between 500 and 600 um^2
  – Hpwl dp: around 900 um
  – Port Buffers: 18
  – GPL Wtd Cong: ~0.85

Detailed routing
  – Via Count: 421
  – Via density: 3.69
  – Initial DRC count: about 53
  – Total wire length: 1210 um
  – Drt pass-1 iters: 4
  – Post-DRT Antenna Nets: 0
  – ANT cells: 0
  – DR DRC count: 0
  – WL per Instance: 10.6 um

GRT
  – Tot GR Track Use: 0.0372
  – Initial antenna violation count: 0
  – Gr ovfl total: 0
  – First-pass GRT wire length: 2060 um
  – Largest net degree at the start of global routing: 12
  – Vias in the first global route: 437

Run
  – OpenROAD warning count: 33
  – Max Cap Viol: 0

Min path
  – Hold Crit Class: input pin to primary output
==> worst paths after layout <==
kind,from,end,slack (ns),depth (start not counted)
max,fn3[1],control_out[0],0.02,6
min,alu_op[1],control_out[0],1.32,6
==> logic make-up after synthesis <==
group,count (synthesis)
AND/OR/NAND/NOR,25
AND-OR/OR-AND,13
buffers and inverters,3
XOR/XNOR,1
==> power by group through the flow <==
stage / registers [mW] / clock network [mW] / logic, mW
final: 0 / 0 / 0.0951
after CTS: 0 / 0 / 0.0931
after global routing: 0 / 0 / 0.104
==> per-layer routing <==
layer / global-route usage / vias up / part of all wire
met5: 0 / - / 0
met4: 0.00352 / 0 / 0
met3: 0.00682 / 0 / 0.060
met2: 0.0610 / 12 / 0.43
met1: 0.0508 / 194 / 0.51
li1: - / 215 / -
==> cell type report <==
| type | instances | area share |
|---|---|---|
| Multi-Input combinational cell | 39 | 0.473 |
| Tap cell | 46 | 0.0985 |
| Timing Repair Buffer | 29 | 0.428 |
==> cells in the mapped netlist <==
library cell and instances:
a21oi_1 5, o21ai_0 5, nand2_1 4, clkbuf_1 3
nor4b_1 3, nand3_1 2, nor2_1 2, nor2b_1 2
nor3_1 2, nor4_1 2, or2b_1 2, a21o_1 1
a31oi_1 1, nand2b_1 1, nand3b_1 1, nor3b_1 1
nor4_2 1, nor4bb_1 1, o31ai_1 1, or4b_1 1
xnor2_1 1
==> critical path, stage by stage <==
cell,delay (ns)
buf_6,0.09
or4b_4,0.52
nor4_2,0.21
nand3_1,0.11
a31oi_1,0.18
buf_2,0.12
==> what timing repair did <==
action / 4_1_cts / 5_1_grt
resized: 31 / 8
hold buffers: 0 / 0
cloned: 0 / 0
pin swaps: 8 / 4
endpoints found under the setup margin: 4 / 3
buffers inserted: 5 / 1
==> through the flow <==
stage | cells | hold WS (ns) | total power [mW] | setup WS, ns
after floorplan | 42 | 0.853 | 0.0286 | 0.326
after global placement | 108 | 1.80 | 0.0819 | -0.652
after detailed placement | 108 | 1.80 | 0.0834 | -0.706
after CTS | 113 | 1.40 | 0.0931 | 0.00302
after global routing | 114 | 1.37 | 0.104 | -0.0623
final | 114 | 1.32 | 0.0951 | 0.0202
No activity file was given, so power comes from the tool's default toggle rates.
