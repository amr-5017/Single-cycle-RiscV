===== /design/flow/constraint.sdc =====
current_design wb_stage

set clk_period 4.6
set clk_io_pct 0.2

create_clock -name clk0 -period $clk_period

set non_clock_inputs [all_inputs -no_clocks]
set_input_delay [expr $clk_period * $clk_io_pct] -clock clk0 $non_clock_inputs
set_output_delay [expr $clk_period * $clk_io_pct] -clock clk0 [all_outputs]

===== /design/flow/config.mk =====
export PLATFORM = sky130hd
export DESIGN_NAME = wb_stage
export DESIGN_NICKNAME = wb_stage
export VERILOG_FILES = /design/flow/design.v
export SDC_FILE = /design/flow/constraint.sdc
export NUM_CORES = 4
export LEC_CHECK = 1
export CORE_AREA = 10 10 76 76
export DIE_AREA = 0 0 86 86

===== /design/flow/design.v =====
module wb_stage#(parameter N=32)(mem_out,alu_out,memtoreg,wb_data,return_addr);
input logic [N-1:0]mem_out,alu_out,return_addr;
output logic [N-1:0]wb_data;
input logic [1:0]memtoreg;
(* DONT_TOUCH = "TRUE" *) mux31 mux_wb (.a(mem_out),.b(alu_out),.c(return_addr),.cntrl(memtoreg),.out(wb_data));
endmodule
module mux31 #(parameter N=32)(a,b,c,out,cntrl);
input logic [N-1:0]a,b,c;
input logic [1:0]cntrl;
output logic [N-1:0]out;
always_comb
begin
out = 0;
case(cntrl)
2'b00:
out = a;
2'b01:
out = b;
2'b10:
out = c;
default: out = 0;
endcase
end
endmodule

===== /design/flow/run.sh =====
#!/bin/bash
# OpenROAD 26Q1-2900-gdf79404cd8, Yosys 0.63+post, stock flow scripts
make -C /OpenROAD-flow-scripts/flow DESIGN_CONFIG=/design/flow/config.mk WORK_HOME=/design/flow/orfs finish

==> out/results.ini <==
[outcome]
outcome = complete, no violations

[die]
io_pins = 130
fp_util = 0.191
rows = 23
fp.dieH_um = 86
coreArea_um2 = 4120
die_w_um = 86
die_area_um2 = 7400

[final_timing]
finalCritPeriodShare = 0.800
grt_setup_unrepaired = false
hold_viol_final = 0
fin_hold_ws_ns = 2.76
setup_tns_ns = 0
finalSetupViolCount = 0
fmax_ghz = 0.272
tightest_slew_ns = 0.450
max_slew_margin = 0.700
maxSlewViolCount = 0
min_period_ns = 3.68

[critical_path]
endpoint_kind = output pin
slowest_stage = clkdlybuf4s50_1
startpoint_type = input pin
worstPathArrival_ns = 2.76
cpMostUsedCell = clkdlybuf4s50_1
required_ns = 3.68
cp_top_family = buffers and inverters
cp.buffers_inverters = 3
max_stage_delay_ns = 0.49
worst-path-max-fanout = 17
worstPathCellList = clkdlybuf4s50_1 -> nor2b_4 -> buf_4 -> o2bb2ai_1 -> clkdlybuf4s50_1
crit_type = input pin to output pin
crit_start = memtoreg[1]

[place]
hpwl_um = 4060
portBuffers = 130
postPlaceCellArea_um2 = 2060
dp.cells = 248
gp_congestion = 0.783

[drt]
drcViolationCount = 0
routed_wl_um = 4540
firstDrtPassIters = 2
avgRoutedWirePerCell_um = 18.3
drtIter0Drc = 33
vias_per_cell = 4.41
ant_nets = 0
antenna_cells = 0
num_vias = 1094

[power_and_ir_drop]
p_leak_nw = 0.785
worst_ir_drop_vdd_uv = 47.0
power_density_nw_per_um2 = 89.9

[cells_and_area]
utilization = 0.500
seq_cell_count = 0
area_delta_synth_final_pct = 162
seqCellArea_um2 = 0
drive_above_1_share = 0.0758
clkbuf_count = 0
fin_cells = 248
final_cell_area_um2 = 2060

[logic_synthesis]
postSynthAreaPerCell_um2 = 10.2
ys_top_cells_by_area = mux2i_1, o2bb2ai_1, o2bb2ai_2, buf_6, nor2b_4
yosysTopAreaCellShare = 0.407
yosysSeqAreaShare = 0
ys_warn_count = 1
largest_area_cell = mux2i_1
synthDistinctLibCells = 8
synth_area_um2 = 787
ys_chip_area_um2 = 787
ys_cells = 77
syn_inst = 77

[global_routing]
grt_use_total = 0.109
grt_max_degree = 33
grt_antenna_before_repair = 0
grt_pass1_vias = 1212
gr-total-overflow = 0
grt_pass1_wl_um = 6560

[cts]
post_cts_resized = 0
ctsHoldBuffers = 0
cts_setup_buffers = 0

[job]
tool_warnings = 32
maxCapViolCount = 0

[hold_path]
hold_class = input pin to output pin
hold_start = return_addr[26]

==> through the flow <==
step           worst slack [ns]  power (mW)
4_1_cts                   0.889       0.189
3_5_place_dp              0.888       0.188
6_report                  0.922       0.185
3_3_place_gp              0.935       0.187
5_1_grt                   0.776       0.200
2_1_floorplan              2.16      0.0549
==> kinds of logic (layout without fill, tap and decap cells) <==
kind of cell,Yosys count,after routing,share of synthesized area
AOI/OAI and AO/OA,32,32,0.436
muxes,32,32,0.407
and+or+nand+nor,1,1,0.0175
buffers and inverters,12,133,0.140
==> synth_stat cells <==
cell type  number
nor2b_4         1
o2bb2ai_2      10
mux2i_1        32
clkbuf_1        2
buf_6           8
buf_4           1
o2bb2ai_1      22
buf_2           1
==> final timing paths <==
check  slack, ns          end  cells after the start
max         0.92  wb_data[28]                      5
min         2.76  wb_data[26]                      3
==> per-layer routing <==
metal | share of wire | routed length [um] | GRT usage | up-vias
met4 | 0.0059 | 27 | 0.00599 | 0
met2 | 0.52 | 2350 | 0.204 | 62
met1 | 0.36 | 1620 | 0.112 | 467
met3 | 0.12 | 554 | 0.0515 | 2
li1 | - | - | - | 563
met5 | 0 | 0 | 0 | -
==> area by class of cell <==
type,count,area [um^2]
repair buffers,133,1320
fillers,392,2060
well taps,50,62.6
multi-input cells,65,677
==> where the power goes <==
group	total [mW]	internal [mW]	switching, mW
logic	0.185	0.137	0.0477
registers	0	0	0
clock network	0	0	0
total	0.185	0.137	0.0477
==> cell usage in the layout (no fill, tap or decap), drive strengths merged <==
| cell | synthesis | final |
|---|---|---|
| buf | 10 | 4 |
| o2bb2ai | 32 | 32 |
| mux2i | 32 | 32 |
| clkdlybuf4s50 | 0 | 129 |
| nor2b | 1 | 1 |
Power figures rest on the tool's default switching activity, not on a simulated workload.
