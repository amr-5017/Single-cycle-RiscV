==> flow/design.v <==
module if_adder#(parameter N=32)(pc,b_muxin,imm_out);
input logic [N-1:0]pc,imm_out;
output logic [N-1:0]b_muxin;
always_comb
b_muxin = pc + imm_out;     
endmodule
==> flow/run.sh <==
#!/bin/bash
# OpenROAD 26Q1-2900-gdf79404cd8, Yosys 0.63+post, stock flow scripts
make -C /OpenROAD-flow-scripts/flow DESIGN_CONFIG=/design/flow/config.mk WORK_HOME=/design/flow/orfs finish
==> flow/config.mk <==
export PLATFORM = sky130hd
export DESIGN_NAME = if_adder
export DESIGN_NICKNAME = if_adder
export VERILOG_FILES = /design/flow/design.v
export SDC_FILE = /design/flow/constraint.sdc
export NUM_CORES = 4
export LEC_CHECK = 1
export CORE_AREA = 10 10 94 94
export DIE_AREA = 0 0 104 104
==> flow/constraint.sdc <==
current_design if_adder

set clk_period 18.1
set clk_io_pct 0.2

create_clock -name clk0 -period $clk_period

set non_clock_inputs [all_inputs -no_clocks]
set_input_delay [expr $clk_period * $clk_io_pct] -clock clk0 $non_clock_inputs
set_output_delay [expr $clk_period * $clk_io_pct] -clock clk0 [all_outputs]
==> report_table.html <==
<!-- implementation run metrics -->
<table>
<tr><th>Metric</th><th>Value</th></tr>
<tr><th colspan="2">STA</th></tr>
<tr><td>Unrepaired setup endpoints after global routing</td><td>no</td></tr>
<tr><td>Fmax</td><td>just under 0.1 GHz</td></tr>
<tr><td>Fin crit period</td><td>10.20 ns</td></tr>
<tr><td>Final-report max-slew violation count</td><td>0</td></tr>
<tr><td>Worst Max-Slew Pin Slew</td><td>0.498 ns</td></tr>
<tr><td>Share of the clock period used by the worst path</td><td>56.3%</td></tr>
<tr><td>Hold Violations, Final</td><td>0</td></tr>
<tr><td>Number of failing setup endpoints in the final timing report</td><td>0</td></tr>
<tr><td>Worst hold slack across all endpoints</td><td>between 8 and 9 ns</td></tr>
<tr><td>Slew HR</td><td>between 60 and 70%</td></tr>
<tr><td>Final TNS setup</td><td>0 ns</td></tr>
<tr><th colspan="2">Min path</th></tr>
<tr><td>Hold Startpoint</td><td>imm_out[0]</td></tr>
<tr><td>Endpoint of the worst hold path</td><td>b_muxin[0]</td></tr>
<tr><td>Hold/Removal Path Class</td><td>input pin to output port</td></tr>
<tr><td>Hold Crit Depth</td><td>3</td></tr>
<tr><th colspan="2">Layout</th></tr>
<tr><td>Area delta synth-&gt;final</td><td>59.5%</td></tr>
<tr><td>Number of flip-flops and latches</td><td>0</td></tr>
<tr><td>Most common cell after layout, fill and taps aside</td><td>clkdlybuf4s50_1</td></tr>
<tr><td>Fraction of final layout cells with drive strength greater than 1</td><td>just over 3%</td></tr>
<tr><td>Number of clock-tree buffers in the layout</td><td>0</td></tr>
<tr><td>Most frequent cells in the layout</td><td>clkdlybuf4s50_1, ha_1, a21oi_1</td></tr>
<tr><td>Filler cell count</td><td>between 700 and 800</td></tr>
<tr><td>Final Core Density</td><td>approximately two fifths</td></tr>
<tr><td>Flop area</td><td>0 sq um</td></tr>
<tr><td>Design area</td><td>around 0.0028 sq mm</td></tr>
<tr><td>Multi-input combinational cell area</td><td>between 0.0015 and 0.002 sq mm</td></tr>
<tr><th colspan="2">GRT</th></tr>
<tr><td>Number of global-route vias before repair</td><td>2061</td></tr>
<tr><td>Remaining Overflow, GRT</td><td>0</td></tr>
<tr><td>Number of antenna violations at the first check in global routing</td><td>0</td></tr>
<tr><td>Largest net degree at the start of global routing</td><td>11</td></tr>
<tr><td>Grt peak-use layer</td><td>met2</td></tr>
<tr><td>Global-route wire length before repair</td><td>between 9000 and 10000 um</td></tr>
<tr><td>Gr usage total</td><td>a little over a tenth</td></tr>
<tr><td>Met3 capacity usage during global routing</td><td>between 1.5 and 2%</td></tr>
<tr><td>Met2 track utilization from global routing</td><td>16.9%</td></tr>
<tr><td>Met1 track utilization from global routing</td><td>between 10% and 20%</td></tr>
<tr><th colspan="2">Synth</th></tr>
<tr><td>Post-Syn Instances</td><td>241</td></tr>
<tr><td>Yosys cell count</td><td>241</td></tr>
<tr><td>Ys Warns</td><td>1</td></tr>
<tr><td>Cell Type Count</td><td>50</td></tr>
<tr><td>Synthesized area</td><td>~0.0017 sq mm</td></tr>
<tr><td>Sequential fraction of the synthesis area</td><td>0%</td></tr>
<tr><td>Synthesized area per cell</td><td>7.24 sq um</td></tr>
<tr><td>Yosys chip area</td><td>between 0.0015 and 0.002 sq mm</td></tr>
<tr><th colspan="2">Route</th></tr>
<tr><td>Post-route ant nets</td><td>0</td></tr>
<tr><td>Initial DRC count</td><td>roughly 100</td></tr>
<tr><td>Routed via count divided by cell count</td><td>approximately 5.0</td></tr>
<tr><td>DRC violations left</td><td>0</td></tr>
<tr><td>DR WL/cell</td><td>approximately 14 um</td></tr>
<tr><td>Antenna diode count</td><td>0</td></tr>
<tr><td>Vias</td><td>between 2000 and 2500</td></tr>
<tr><td>DRT Pass-1 Iters</td><td>4</td></tr>
<tr><td>Final WL</td><td>~5900 um</td></tr>
<tr><th colspan="2">Worst setup path</th></tr>
<tr><td>Data required time of the critical path</td><td>about 14 ns</td></tr>
<tr><td>Worst Setup Path Type</td><td>input pin to output port</td></tr>
<tr><td>Critical path startpoint category</td><td>input pin</td></tr>
<tr><td>Largest fanout on the critical path</td><td>4</td></tr>
<tr><td>Critical Path AT</td><td>~6.6 ns</td></tr>
<tr><td>Crit. End Element</td><td>output port</td></tr>
<tr><th colspan="2">Floorplan</th></tr>
<tr><td>Area of the core</td><td>a little under 0.007 sq mm</td></tr>
<tr><td>Floorplan die area</td><td>approximately 0.011 sq mm</td></tr>
<tr><td>Die Wd</td><td>104 um</td></tr>
<tr><td>Initial cell density of the core</td><td>between 20 and 30%</td></tr>
<tr><td>Overall die height</td><td>around 100 um</td></tr>
<tr><td>Top Ports</td><td>96</td></tr>
<tr><td>FP Rows</td><td>30</td></tr>
<tr><th colspan="2">Power and ir drop</th></tr>
<tr><td>Max rail drop VDD</td><td>roughly 0.016 mV</td></tr>
<tr><td>Power per unit of standard cell area</td><td>38.5 mW/mm^2</td></tr>
<tr><td>Standby leakage power</td><td>approximately 1.2 nW</td></tr>
<tr><th colspan="2">Place</th></tr>
<tr><td>Buffers added on ports</td><td>between 90 and 100</td></tr>
<tr><td>Placement Cell Area</td><td>roughly 0.0028 sq mm</td></tr>
<tr><td>DPL Wire Length</td><td>between 5000 and 6000 um</td></tr>
<tr><td>Final RePlAce weighted congestion</td><td>slightly above 0.8</td></tr>
<tr><th colspan="2">Clock network</th></tr>
<tr><td>Post-CTS Hold Fix Bufs</td><td>0</td></tr>
<tr><td># Post-CTS Setup Buffers</td><td>0</td></tr>
<tr><td>Count of cells resized by post-cts repair</td><td>0</td></tr>
<tr><th colspan="2">Run</th></tr>
<tr><td>Max Cap Violations</td><td>0</td></tr>
<tr><td>Tool warnings</td><td>32</td></tr>
<tr><th colspan="2">Outcome</th></tr>
<tr><td>Outcome</td><td>finished clean</td></tr>
</table>
## kinds of logic after synthesis
logic type | after synthesis | synth area share (%)
multiplexers | 2 | 1.15
adder cells (fa/ha/maj) | 32 | 23.4
AND/OR/NAND/NOR | 65 | 18.3
buffers and inverters | 17 | 3.80
AND-OR/OR-AND | 97 | 39.3
XOR/XNOR | 28 | 14.1
## worst max-delay path, cell delays in order
cell and delay [ns]:
clkdlybuf4s50_1 0.40, ha_1 0.24, fa_1 0.41, a21o_1 0.22, a31o_2 0.27, nand3_1 0.10, o221ai_1 0.24, a311oi_1 0.33
o21bai_1 0.10, xor2_1 0.13, clkdlybuf4s50_1 0.51
## worst max-delay path by stage
stage,start,endpoint,cells past startpoint
after CTS,pc[0],b_muxin[26],11
after global routing,pc[0],b_muxin[18],11
final,pc[0],b_muxin[26],11
## layout make-up
type,count,share of cell area [%]
Multi-Input combinational cell,224,60.3
Timing Repair Buffer,96,34.5
Tap cell,96,4.32
Inverter,6,0.810
## metal layers
layer | wire, um | part of all wire (%)
met5 | 0 | 0
met3 | 340 | 5.8
met1 | 2920 | 50
met4 | 0 | 0
met2 | 2600 | 44
## through the flow
stage | power (mW) | setup slack, ns | instances
floorplan | 0.0513 | 9.03 | 241
global placement | 0.108 | 7.94 | 422
detailed placement | 0.108 | 7.92 | 422
CTS | 0.109 | 7.91 | 422
global route | 0.120 | 7.70 | 422
finish | 0.107 | 7.90 | 422
## report_power, final
group / switching, mW / internal (mW) / total (mW)
Combinational: 0.0427 / 0.0643 / 0.107
Clock: 0 / 0 / 0
Sequential: 0 / 0 / 0
## cells in the mapped netlist (2+ instances only)
| cell type | number | area [sq um] |
|---|---|---|
| a211oi_1 | 3 | 22.5 |
| a21o_1 | 19 | 143 |
| a21oi_1 | 29 | 145 |
| a311oi_1 | 2 | 17.5 |
| a31oi_1 | 3 | 18.8 |
| buf_2 | 2 | 10.0 |
| clkbuf_1 | 8 | 30.0 |
| ha_1 | 31 | 388 |
| inv_1 | 6 | 22.5 |
| mux2i_1 | 2 | 20.0 |
| nand2_1 | 18 | 67.6 |
| nand2b_1 | 2 | 12.5 |
| nand3_1 | 10 | 50.1 |
| nand4_1 | 8 | 50.1 |
| nor2_1 | 12 | 45.0 |
| nor3_1 | 4 | 20.0 |
| o211ai_1 | 3 | 22.5 |
| o21a_1 | 2 | 15.0 |
| o21ai_0 | 13 | 65.1 |
| o21bai_1 | 4 | 30.0 |
| o221ai_1 | 2 | 17.5 |
| o311ai_1 | 2 | 17.5 |
| or2_2 | 3 | 18.8 |
| xnor2_1 | 13 | 114 |
| xor2_1 | 15 | 131 |
Power and IR drop assume default switching activity.
